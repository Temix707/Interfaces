<file path="design/flow/constraint.sdc">
current_design UART_TX_shell

set clk_period 6.2
set clk_io_pct 0.2

create_clock -name clk0 -period $clk_period [get_ports {clk_i}]

set non_clock_inputs [all_inputs -no_clocks]
set_input_delay [expr $clk_period * $clk_io_pct] -clock clk0 $non_clock_inputs
set_output_delay [expr $clk_period * $clk_io_pct] -clock clk0 [all_outputs]
</file>
<file path="design/flow/design.v">
module UART_TX_shell(
  input   logic       clk_i,
  input   logic       srst_i,          
  input   logic [7:0] data_i,        
  input   logic       transmit_i,      
  output  logic       TxD_o
);
  logic transmit_out;
  signal_delivery DUT_DB
  (
    .clk_i        ( clk_i         ),
    .btn_i        ( transmit_i    ),
    .tr_signal_o  ( transmit_out  )
  );
  uart_tx DUT_TX
  (
    .clk_i        ( clk_i         ),
    .srst_i       ( srst_i        ),
    .tr_but_i     ( transmit_out  ),
    .data_i       ( data_i        ),
    .TxD_o        ( TxD_o         )
  );
endmodule
module signal_delivery
# (
  parameter     TRESHHOLD = 1_000_000      
)
(
  input   logic clk_i,
  input   logic btn_i,
  output  logic tr_signal_o
);
  logic         button_ff1        = 0;             
  logic         button_ff2        = 0;             
  logic [30:0]  count             = 0;             
  logic [30:0]  count_get         = 0;
  logic         count_get_clear   = 0;
  always_ff @( posedge clk_i ) begin
    button_ff1  <= btn_i;
    button_ff2  <= button_ff1; 
  end
  always_ff @( posedge clk_i ) begin
    if( button_ff2 ) begin
      if( ~&count ) begin                          
        count           <= count + 1;              
      end
    end
    else begin
      if( |count ) begin                           
        count           <= count - 1;              
        count_get       <= 0;
      end
    end
    if( count > TRESHHOLD ) begin     
      tr_signal_o       <= 1;
      count_get         <= count_get + 1;
      if( ( count_get > 10416 ) && ( button_ff2 ) ) begin
        tr_signal_o     <= 0;
        count           <= 0;
      end
      else begin
        tr_signal_o     <= 1;
        count           <= count + 1;
      end
    end
    else begin
      tr_signal_o <= 0;                
    end
  end
endmodule
module uart_tx                                           
#(
  parameter     [13:0]  COUNT_NUM = 14'd10415,
  parameter             TRESHHOLD = 1_000_000            
)
(
  input   logic         clk_i,
  input   logic         srst_i,
  input   logic [7:0]   data_i,
  input   logic         tr_but_i,
  input   logic         valid_i,
  output  logic         ready_o,
  output  logic         TxD_o                            
);
  logic         tr_signal_o         ;
  logic         button_ff1       = 0;                    
  logic         button_ff2       = 0;                    
  logic [30:0]  count            = 0;                    
  logic [30:0]  count_get        = 0;
  logic         count_get_clear  = 0;
  always_ff @( posedge clk_i ) begin
    button_ff1  <= tr_but_i;
    button_ff2  <= button_ff1; 
  end
  always_ff @( posedge clk_i ) begin
    if( button_ff2 ) begin
      if( ~&count ) begin                                
        count           <= count + 1;                    
      end
    end
    else begin
      if( |count ) begin                                 
        count           <= count - 1;                    
        count_get       <= 0;
      end
    end
    if( count > TRESHHOLD ) begin     
      tr_signal_o       <= 1;
      count_get         <= count_get + 1;
      if( ( count_get > COUNT_NUM ) && ( button_ff2 ) ) begin
        tr_signal_o     <= 0;
        count           <= 0;
      end
      else begin
        tr_signal_o     <= 1;
        count           <= count + 1;
      end
    end
    else begin
      tr_signal_o       <= 0;                
    end
  end
  logic         tr_but_w = tr_signal_o;
  logic [3:0]   bit_counter;                             
  logic [13:0]  bod_rate_counter;                        
  logic [9:0]   shift_right_reg;                         
  logic         shift;                                   
  logic         load;                                    
  logic         clear;                                   
  typedef enum logic [0:0] { 
                IDLE   = 0,
                TRANS  = 1       
  } type_enum;
  type_enum     state, next_state;
  always_ff @( posedge clk_i ) begin 
    if( srst_i ) begin
      ready_o   <= 0;
    end
    else if ( ~valid_i && ( bit_counter != 10 ) ) begin
      ready_o   <= 1;
    end
    else begin
      ready_o   <= 0;
    end 
  end
  always_ff @( posedge clk_i ) begin
    if( srst_i ) begin
      state               <= IDLE;                    
      bit_counter         <= 0;                       
      bod_rate_counter    <= 0;
    end else begin
      bod_rate_counter    <= bod_rate_counter + 1;
      if( bod_rate_counter == COUNT_NUM ) begin          
        state             <= next_state;                 
        bod_rate_counter  <= 0;                          
        if( load ) begin                          
          shift_right_reg <= { 1'b1, data_i, 1'b0 };     
        end
        if( shift ) begin                           
          shift_right_reg <= shift_right_reg >> 1;       
          bit_counter     <= bit_counter + 1;            
        end
        if( clear ) begin                       
          bit_counter     <= 0;
        end
      end 
    end
  end
  always_ff @( posedge clk_i ) begin
    load    <= 0;                   
    shift   <= 0; 
    clear   <= 0;
    TxD_o   <= 1;                                        
    case( state ) 
      IDLE: begin 
        if( tr_but_w ) begin                             
          next_state  <= TRANS;                          
          load        <= 1;                              
          shift       <= 0;                              
          clear       <= 0;                              
        end
        else begin                                       
          next_state  <= IDLE;                           
          TxD_o       <= 1;                              
        end
      end
      TRANS: begin    
        if( bit_counter == 10 ) begin
          next_state  <= IDLE;                           
          clear       <= 1;                              
        end
        else begin 
          next_state  <= TRANS;                      
          shift       <= 1;                              
          TxD_o       <= shift_right_reg[0];
        end
      end
      default: next_state <= IDLE;
    endcase
  end 
endmodule
</file>
<file path="design/flow/run.sh">
#!/bin/bash
# OpenROAD 26Q1-2900-gdf79404cd8, Yosys 0.63+post, stock flow scripts
make -C /OpenROAD-flow-scripts/flow DESIGN_CONFIG=/design/flow/config.mk WORK_HOME=/design/flow/orfs finish
</file>
<file path="design/flow/config.mk">
export PLATFORM = sky130hd
export DESIGN_NAME = UART_TX_shell
export DESIGN_NICKNAME = UART_TX_shell
export VERILOG_FILES = /design/flow/design.v
export SDC_FILE = /design/flow/constraint.sdc
export NUM_CORES = 4
export LEC_CHECK = 1
export CORE_UTILIZATION = 30
</file>
==> metrics.yaml <==
grt:
  grt_first_pass_wirelength_um: 32980
  track_usage: 0.1252
  grt_overflow: 0
  grt_max_degree: 35
  antenna_found_initial: 1
  first_global_vias: 6628
timing:
  period_used_share: 0.5727
  setup-tns-final_ns: 0
  period_needed_ns: 3.551
  hold_viol: 0
  rsz0062_at_grt: "no"
  max_freq_mhz: 281.6
  maxSlewViolCount: 0
  finalSetupViolCount: 0
  tightest_slew_ns: 0.9298
  clock_skew_ns: 0.009532
  maxSlewHeadroom: 0.3753
min_path:
  min_from: "DUT_TX.button_ff1"
  worstHoldPathType: "reg2reg"
final_layout:
  syn_to_final_growth_pct: 11.52
  drive_gt1_frac: 0.07056
  post-route-util: 0.3399
  comb_area_mm2: 0.004697
  fillCellCount: 3079
  seq_area_mm2: 0.004624
  stdcell_count: 1395
critical_path:
  slowest_stage: "nand2_1"
  max_stage_delay_ns: 0.61
  critical_path_class: "reg2reg"
  startpoint_type: "flop"
  rr_startpoint: "DUT_TX.count[21]"
  crit_fanout: 17
  startpoint: "DUT_TX.count[21]"
  cp.arrival_ns: 3.71
  worstSetupEndpointType: "flop"
  crit_chain: "or4_1 > nor4_1 > nand4_1 > a21oi_1 > nand2_1 > buf_4"
  rrSetupSlack_ns: 2.65
  crit_required_ns: 6.36
run:
  tool_warnings: 31
  drv_cap: 0
floorplanning:
  initial_utilization: 0.3048
  die_x_um: 180.8
  io_pins: 12
  core_mm2: 0.03147
  die_h_um: 180.8
  chip_area_mm2: 0.03270
  rows: 65
clock_tree:
  clkSlewWorstSetupHoldPaths_ns: 0.07
  ctsResizeCount: 0
  htreeDepth: 4
  clockBufferDepth: 2
  cts_tree: "yes"
  cts_hold_buf: 0
  cts_num_sinks: 164
  post_cts_buffers: 0
  clk_latency_ns: 0.42
  numCtsBuffers: 17
  clock-root-buffer: "clkbuf_16"
route:
  drt-total-wl_um: 19670
  ant_nets: 0
  remaining_drc_errors: 0
  viasPerCell: 5.132
  routed-via-count: 7159
  dr.pass1.iters: 5
  dr.first_iter.drc_count: 492
  wl_per_cell_um: 14.10
yosys:
  yosysCellCount: 992
  synth-compound-area-share: 0.1024
  yosys_warnings: 2
  synthMuxAreaShare: 0.01252
  synth.logic.top_family: "simple AND/OR/NAND/NOR gates"
  syn_area_mm2: 0.009593
  yosys-stat-area_mm2: 0.009593
  synthDistinctLibCells: 63
  yosysSeqAreaShare: 0.4821
  numSynthFlops: 164
  async_flop_share: 0
  simple_gate_area_frac: 0.2517
  synthAdderAreaFrac: 0.01565
  syn_inst: 992
  syn_area_per_cell_um2: 9.670
  xor_share: 0.1050
  edf_count: 134
  synth_top_flop_cell: "edfxtp_1"
place:
  dp_hpwl_um: 12800
  port_buffers: 11
  dp.cells: 1362
  gp_congestion: 0.8660
status:
  status: "complete, no violations"
pwr:
  power.density_mw_per_mm2: 223.7
  ir_worst_vdd_mv: 0.1711
  leakage_uw: 0.003656
[final timing paths]
path                            end  depth (start not counted)
setup / recovery    DUT_TX.count[0]                          6
hold / removal    DUT_TX.button_ff2                          0
setup reg to reg    DUT_TX.count[0]                          6
hold reg to reg   DUT_TX.button_ff2                          0
[layout by cell type, fill, tap and decap left out, drive strengths merged, types with 27 or more instances in the layout]
cell type,netlist,final
nand3,52,52
nand4,39,39
a21oi,38,38
edfxtp,134,134
dfxtp,30,30
and3,27,27
inv,23,30
xnor2,38,38
nor2,121,121
nand2,75,75
xor2,77,77
nor3,27,27
o21ai,42,42
[critical path, delay by kind of cell, from the launching register on]
family                 cells  cell delay, ns
flip-flops                 1            0.47
buffers and inverters      1            0.42
AND/OR/NAND/NOR            4            1.87
AND-OR/OR-AND              1            0.51
[synth_stat cells (all sizes together) (6+ instances only)]
cell type,count,area (um^2)
a21oi,38,193.9
a221oi,6,52.55
and2,12,75.07
and3,27,168.9
and4,24,210.2
clkbuf,49,183.9
dfxtp,30,600.6
edfxtp,134,4024
ha,12,150.1
inv,23,86.33
mux2,8,90.09
nand2,75,281.5
nand3,52,260.3
nand4,39,244.0
nor2,121,454.2
nor3,27,135.1
nor3b,6,45.04
nor4,24,150.1
o21ai,42,210.2
o22ai,16,100.1
or2,9,56.30
or3,18,117.6
or4,10,82.58
xnor2,38,332.8
xor2,77,674.4
[where the power goes]
group	switching [uW]	total [uW]	internal, uW	leakage (uW)
clock	476	1050	579	0.000292
sequential	53.0	1260	1210	0.00166
combinational	32.5	74.3	41.8	0.00170
[per-stage QoR]
stage / setup slack [ns] / power, uW / instance area [um^2] / hold slack (ns)
after global routing: 2.389 / 2483 / 10700 / 0.3334
after detailed placement: 2.689 / 1361 / 10100 / 0.3143
after global placement: 2.832 / 1362 / 10100 / 0.3111
after CTS: 2.686 / 2427 / 10700 / 0.3306
final: 2.649 / 2393 / 10700 / 0.3283
after floorplan: 1.937 / 1339 / 9593 / 0.3096
[cell type report]
class                   instances  share of cell area
clock inverters                11             0.01018
inverters                      23            0.008070
diodes                          1           0.0002339
multi-input cells             751              0.4391
repair buffers                 22             0.01801
flip-flops and latches        164              0.4323
well taps                     402             0.04702
clock buffers                  21             0.04515
[layer usage]
layer	share of wire	vias up	GRT usage
met2	0.44	128	0.1884
met5	0	-	0
met4	0.0096	0	0.01368
li1	-	3658	-
met1	0.51	3361	0.1987
met3	0.041	12	0.02607
[cells by family after synthesis]
| family | after synthesis |
|---|---|
| adders and majority gates | 12 |
| AOI/OAI and AO/OA | 152 |
| DFF | 164 |
| buffers and inverters | 77 |
| xor gates and xnor gates | 115 |
| and+or+nand+nor | 461 |
| muxes | 11 |
No activity file was given, so power comes from the tool's default toggle rates.
