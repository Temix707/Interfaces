--- design/flow/config.mk ---
export PLATFORM = sky130hd
export DESIGN_NAME = AXI_stream_using_fifos
export DESIGN_NICKNAME = AXI_stream_using_fifos
export VERILOG_FILES = /design/flow/design.v
export SDC_FILE = /design/flow/constraint.sdc
export NUM_CORES = 4
export LEC_CHECK = 1
export CORE_UTILIZATION = 40
--- design/flow/constraint.sdc ---
current_design AXI_stream_using_fifos

set clk_period 3.5
set clk_io_pct 0.2

create_clock -name clk0 -period $clk_period [get_ports {clk}]

set non_clock_inputs [all_inputs -no_clocks]
set_input_delay [expr $clk_period * $clk_io_pct] -clock clk0 $non_clock_inputs
set_output_delay [expr $clk_period * $clk_io_pct] -clock clk0 [all_outputs]
--- design/flow/design.v ---
module AXI_stream_plus_optimized
# (
  parameter width = 8, depth = 10
)
(
  input                clk,
  input                rst,
  input                push,
  input                pop,
  input  [width - 1:0] write_data,
  output [width - 1:0] read_data,
  output               empty,
  output               full
);
  localparam pointer_width = $clog2 (depth),
             counter_width = $clog2 (depth + 1);
  localparam [counter_width - 1:0] max_ptr = counter_width' (depth - 1);
  logic [pointer_width - 1:0] wr_ptr, rd_ptr;
  logic wr_ptr_odd_circle, rd_ptr_odd_circle;
  logic [width - 1:0] data [0: depth - 1];
  always_ff @ (posedge clk or posedge rst)
    if (rst)
    begin
      wr_ptr <= '0;
      wr_ptr_odd_circle <= 1'b0;
    end
    else if (push)
    begin
      if (wr_ptr == max_ptr)
      begin
        wr_ptr <= '0;
        wr_ptr_odd_circle <= ~ wr_ptr_odd_circle;
      end
      else
      begin
        wr_ptr <= wr_ptr + 1'b1;
      end
    end
  always_ff @ (posedge clk or posedge rst)
    if (rst)
    begin
      rd_ptr <= '0;
      rd_ptr_odd_circle <= 1'b0;
    end
    else if (pop)
    begin
      if (rd_ptr == max_ptr)
      begin
        rd_ptr <= '0;
        rd_ptr_odd_circle <= ~ rd_ptr_odd_circle;
      end
      else
      begin
        rd_ptr <= rd_ptr + 1'b1;
      end
    end
  always_ff @ (posedge clk)
    if (push)
      data [wr_ptr] <= write_data;
  assign read_data = data [rd_ptr];
  wire equal_ptrs = (wr_ptr == rd_ptr);
  assign empty = equal_ptrs & wr_ptr_odd_circle == rd_ptr_odd_circle;
  assign full  = equal_ptrs & wr_ptr_odd_circle != rd_ptr_odd_circle;
endmodule
module AXI_stream_using_fifos
# (
  parameter width = 8, depth = 10
)
(
  input                clk,
  input                rst,
  input                a_valid,
  output               a_ready,
  input  [width - 1:0] a_data,
  input                b_valid,
  output               b_ready,
  input  [width - 1:0] b_data,
  output               sum_valid,
  input                sum_ready,
  output [width - 1:0] sum_data
);
  wire               a_down_valid;
  wire               a_down_ready;
  wire [width - 1:0] a_down_data;
  AXI_stream_wrapped_in_valid_ready
  # (.width (width), .depth (depth))
  fifo_a
  (
    .clk         ( clk          ),
    .rst         ( rst          ),
    .up_valid    ( a_valid      ),
    .up_ready    ( a_ready      ),
    .up_data     ( a_data       ),
    .down_valid  ( a_down_valid ),
    .down_ready  ( a_down_ready ),
    .down_data   ( a_down_data  )
  );
  wire               b_down_valid;
  wire               b_down_ready;
  wire [width - 1:0] b_down_data;
  AXI_stream_wrapped_in_valid_ready
  # (.width (width), .depth (depth))
  fifo_b
  (
    .clk         ( clk          ),
    .rst         ( rst          ),
    .up_valid    ( b_valid      ),
    .up_ready    ( b_ready      ),
    .up_data     ( b_data       ),
    .down_valid  ( b_down_valid ),
    .down_ready  ( b_down_ready ),
    .down_data   ( b_down_data  )
  );
  wire               sum_up_valid = a_valid & b_valid;
  wire               sum_up_ready;
  wire [width - 1:0] sum_up_data  = a_data + b_data;	
  assign a_down_ready = sum_up_valid & sum_up_ready;
  assign b_down_ready = sum_up_valid & sum_up_ready;
  AXI_stream_wrapped_in_valid_ready
  # (.width (width), .depth (depth))
  fifo_sum
  (
    .clk         ( clk          ),
    .rst         ( rst          ),
    .up_valid    ( sum_up_valid ),
    .up_ready    ( sum_up_ready ),
    .up_data     ( sum_up_data  ),
    .down_valid  ( sum_valid    ),
    .down_ready  ( sum_ready    ),
    .down_data   ( sum_data     )
  );
endmodule
module AXI_stream_wrapped_in_valid_ready
# (
  parameter width = 8, depth = 10
)
(
  input                clk,
  input                rst,
  input                up_valid,     
  output               up_ready,
  input  [width - 1:0] up_data,
  output               down_valid,   
  input                down_ready,
  output [width - 1:0] down_data
);
  wire fifo_push;
  wire fifo_pop;
  wire fifo_empty;
  wire fifo_full;
  assign up_ready   = ~ fifo_full;
  assign fifo_push  = up_valid & up_ready;
  assign down_valid = ~ fifo_empty;
  assign fifo_pop   = down_valid & down_ready;
  AXI_stream_plus_optimized
  # (.width (width), .depth (depth))
  fifo
  (
    .clk        ( clk        ),
    .rst        ( rst        ),
    .push       ( fifo_push  ),
    .pop        ( fifo_pop   ),
    .write_data ( up_data    ),
    .read_data  ( down_data  ),
    .empty      ( fifo_empty ),
    .full       ( fifo_full  )
  );
endmodule
--- design/flow/run.sh ---
#!/bin/bash
# OpenROAD 26Q1-2900-gdf79404cd8, Yosys 0.63+post, stock flow scripts
make -C /OpenROAD-flow-scripts/flow DESIGN_CONFIG=/design/flow/config.mk WORK_HOME=/design/flow/orfs finish
==> results.txt <==
yosys + openroad results -> Post-synth ARST share=0.273, core area=12200 um^2, pwr/cell area=770 nW/um^2, Post-DP Area=5660 um^2, Post-Route WL=9.06 mm, Post-Place Setup Slack=487 ps, distinct lib cells=52, hold buffers post-CTS=0, FMAX=306 MHz, Setup TNS Final=0 ps, CP max FO=17, DIE HEIGHT=115 um, global-route wire length before repair=14.7 mm, synthesized cell area=5110 um^2, Wirelength per Cell=16.1 um, chip footprint=13200 um^2, ANT nets after route=0, largest net degree at the start of global routing=31, CTS Sinks=110, Floorplan Utilization=0.419, gr usage total=0.158, antenna diode count=0, slew margin rel.=0.441, Die X=115 um, Placer Congestion=0.781, R2R Setup Slk=670 ps, Layout Skew=5.88 ps, num rows=40, I/O pins=32, Worst-path clk slew=70 ps, grt ovf=0, vias in the first global route=2769, Gate Count Post-Synth=355, Setup Buffers After CTS=0, Mean Syn Cell Area=14.4 um^2, Worst EP arrival=2570 ps, final worst slack=231 ps, Post-Route Hold Slack=496 ps, Leakage Power=2.11 nW, setup violators final=0, fin area=5950 um^2, unrepaired setup endpoints after global routing=false, initial DRC count=163, Max-Cap Viols=0, Final min period=3270 ps, CP startpoint kind=register, capturing point of the worst reg2reg path=fifo_sum.fifo.data[9][1]$_DFFE_PP_, outcome=complete, no violations, Port Buf Inserts=31, CTS max path bufs=2, worst setup path endpoint=sum_data[6], worst-case reg-to-reg path depth=6, crit path kind=register to primary output, CTS tree=built, # DRC=0, share of cells above drive strength 1=0.146, Synth Flop Type=edfxtp_1, H-tree depth=3, Synth Warn #=1, Final Cycle Share=0.934, Final Hold Vio Count=0, initial antenna violation count=0, P&R area growth vs syn=16.3%, Hold WC Path Type=register to register, Gates resized, CTS repair=0, dpl hpwl=5.86 mm, Root Buffer=clkbuf_16, Worst Path Required=2800 ps, ys cells=355, drt pass-1 iters=4, worst r2r src=fifo_sum.fifo.rd_ptr[1]$_DFFE_PP0P_, ys flops=110, latest clock arrival within the worst-skew pair=340 ps, tool warning count=25, yosys synthesis chip area=5110 um^2, Inserted Clock Buffers=9, Post-synth seq share=0.617, vias per cell=5.05, Worst Tran Pin Value=839 ps, origin of the worst setup path=fifo_sum.fifo.rd_ptr[1]$_DFFE_PP0P_, Final Max Slew Viols=0, worst vdd ir=0.247 mV, Setup crit end kind=primary output, vias=2846, Power Total=4.58 mW, flip-flops with a built-in enable=80
-- registers in the layout, indices dropped and copies added (netlist names) --
signal	count
fifo_a.fifo.wr_ptr_odd_circle	1
fifo_a.fifo.rd_ptr_odd_circle	1
fifo_sum.fifo.rd_ptr_odd_circle	1
fifo_sum.fifo.data	80
fifo_b.fifo.rd_ptr_odd_circle	1
fifo_b.fifo.rd_ptr	4
fifo_a.fifo.wr_ptr	4
fifo_sum.fifo.rd_ptr	4
fifo_b.fifo.wr_ptr	4
fifo_b.fifo.wr_ptr_odd_circle	1
fifo_a.fifo.rd_ptr	4
fifo_sum.fifo.wr_ptr	4
fifo_sum.fifo.wr_ptr_odd_circle	1
-- layout by cell type, fill, tap and decap left out, drive strengths merged, types with 15 or more instances in the layout --
| cell type | synthesis | layout |
|---|---|---|
| xor2 | 19 | 19 |
| nor2 | 19 | 19 |
| inv | 14 | 16 |
| dfrtp | 30 | 30 |
| nor2b | 16 | 16 |
| nand2 | 15 | 15 |
| mux4 | 16 | 16 |
| clkdlybuf4s50 | 0 | 31 |
| xnor2 | 20 | 20 |
| edfxtp | 80 | 80 |
-- worst max-delay path, cell delays in order (launching register included) --
cell and delay (ps):
dfrtp_1 890, mux4_2 410, nor2b_1 140, a211oi_1 210, a21oi_1 110, clkdlybuf4s50_1 460
-- power by group --
group	switching (mW)	internal, mW
clock network	0.442	0.558
logic	0.671	0.861
registers	0.383	1.67
total	1.50	3.08
-- cells in the mapped netlist, types with 3 or more instances --
master	n	area, um^2
nor4_1	3	18.8
nand3_1	4	20.0
o211ai_1	3	22.5
nor2_1	19	71.3
buf_2	7	35.0
nor3_1	5	25.0
nand4_1	4	25.0
inv_1	14	52.6
xnor2_1	20	175
a21oi_1	10	50.1
nand2_1	15	56.3
mux2i_1	8	80.1
nor2b_1	16	100
a211oi_1	9	67.6
edfxtp_1	80	2400
mux4_2	16	360
o21ai_0	7	35.0
xor2_1	19	166
mux2_2	6	67.6
nand4b_1	3	26.3
nand2b_1	6	37.5
ha_1	7	87.6
dfrtp_1	30	751
clkbuf_1	9	33.8
-- cell families after synthesis --
group / Yosys count / synth area share
buffers and inverters: 33 / 0.0281
adder cells (fa/ha/maj): 8 / 0.0210
flip-flops: 110 / 0.617
AND/OR/NAND/NOR: 87 / 0.100
XOR/XNOR: 39 / 0.0668
AND-OR/OR-AND: 48 / 0.0675
multiplexers: 30 / 0.0994
-- worst min-delay path by stage --
stage | cells after the start | endpoint | start
final | 1 | fifo_b.fifo.rd_ptr_odd_circle$_DFFE_PP0P_ | fifo_b.fifo.rd_ptr_odd_circle$_DFFE_PP0P_
after global routing | 1 | fifo_a.fifo.wr_ptr_odd_circle$_DFFE_PP0P_ | fifo_a.fifo.wr_ptr_odd_circle$_DFFE_PP0P_
after CTS | 1 | fifo_b.fifo.rd_ptr_odd_circle$_DFFE_PP0P_ | fifo_b.fifo.rd_ptr_odd_circle$_DFFE_PP0P_
-- per-stage QoR --
step,instances,utilization
2_1_floorplan,355,-
3_3_place_gp,549,0.463
3_5_place_dp,549,0.463
4_1_cts,564,0.487
5_1_grt,564,0.487
6_report,564,0.487
-- per-layer routing --
| metal | vias up | GRT usage | part of all wire | wire [um] |
|---|---|---|---|---|
| met1 | 1366 | 0.272 | 0.48 | 4340 |
| li1 | 1395 | - | - | - |
| met4 | 0 | 0.0208 | 0.015 | 135 |
| met2 | 76 | 0.218 | 0.44 | 3950 |
| met5 | - | 0 | 0 | 0 |
| met3 | 9 | 0.0520 | 0.070 | 635 |
-- area by class of cell --
cell class              count  area [um^2]
repair buffers             45          428
fillers                  1063         6260
clock inverters             4         56.3
clock buffers              11          233
inverters                  14         52.6
well taps                 168          210
multi-input cells         212         1820
flip-flops and latches    110         3150
Power is estimated from default activity; no workload was simulated.
