$ cat ./design.v
module fifo_dp_ram
  #(
    parameter ADR = 3, BIT_D = 32, NUM_REG = 6
  )(
  input                    clk_i,
  input                    srst_i,
  input                    rd_i,                   
  input                    wr_i,                   
  input       [BIT_D-1:0]  data_i,
  output  reg [BIT_D-1:0]  data_o,
  output  reg [2:0]        fifo_cnt_o,
  output                   wr_full_o,
  output                   rd_empty_o
);
  reg [BIT_D-1:0] fifo_ram [0:NUM_REG-1]; 
  reg [ADR-1:0]   rd_ptr, wr_ptr;
  assign wr_full_o  = ( fifo_cnt_o == NUM_REG ); 
  assign rd_empty_o = ( fifo_cnt_o == 0 );
  always @( posedge clk_i ) begin
    if( wr_i && !wr_full_o ) begin
      fifo_ram[wr_ptr] <= data_i;
    end 
    else if( wr_i && rd_i ) begin
      fifo_ram[wr_ptr] <= data_i;
    end
  end
  always @( posedge clk_i ) begin
    if( rd_i && !rd_empty_o ) begin
      data_o <= fifo_ram[rd_ptr];
    end 
    else if( rd_i && wr_i ) begin
      data_o <= fifo_ram[rd_ptr];
    end
  end
  always @( posedge clk_i ) begin
    if( srst_i ) begin
      fifo_cnt_o  <= 3'd0;
      wr_ptr      <= 3'd0;
      rd_ptr      <= 3'd0;
    end else begin
      wr_ptr <= ( ( wr_i && !wr_full_o  )||( wr_i && rd_i ) ) ? ( wr_ptr + 1 ) : ( wr_ptr );
      rd_ptr <= ( ( rd_i && !rd_empty_o )||( wr_i && rd_i ) ) ? ( rd_ptr + 1 ) : ( rd_ptr );
    end
  end
  always @( posedge clk_i ) begin
    if( srst_i ) begin
      fifo_cnt_o <= 3'd0;
    end 
    else begin
      case( {wr_i,rd_i} )
        2'b00  : fifo_cnt_o   <=   fifo_cnt_o;
        2'b01  : fifo_cnt_o   <= ( fifo_cnt_o == 0 ) ? ( 0 ) : ( fifo_cnt_o - 1 );              
        2'b10  : fifo_cnt_o   <= ( fifo_cnt_o == NUM_REG ) ? ( NUM_REG ) : ( fifo_cnt_o + 1 );   
        2'b11  : fifo_cnt_o   <=   fifo_cnt_o;                                                    
        default: fifo_cnt_o   <=   fifo_cnt_o;
      endcase
    end
  end
endmodule
$ cat ./constraint.sdc
current_design fifo_dp_ram

set clk_period 5.6
set clk_io_pct 0.2

create_clock -name clk0 -period $clk_period [get_ports {clk_i}]

set non_clock_inputs [all_inputs -no_clocks]
set_input_delay [expr $clk_period * $clk_io_pct] -clock clk0 $non_clock_inputs
set_output_delay [expr $clk_period * $clk_io_pct] -clock clk0 [all_outputs]
$ cat ./run.sh
#!/bin/bash
# OpenROAD 26Q1-2900-gdf79404cd8, Yosys 0.63+post, stock flow scripts
make -C /OpenROAD-flow-scripts/flow DESIGN_CONFIG=/design/flow/config.mk WORK_HOME=/design/flow/orfs finish
$ cat ./config.mk
export PLATFORM = sky130hd
export DESIGN_NAME = fifo_dp_ram
export DESIGN_NICKNAME = fifo_dp_ram
export VERILOG_FILES = /design/flow/design.v
export SDC_FILE = /design/flow/constraint.sdc
export NUM_CORES = 4
export LEC_CHECK = 1
export CORE_UTILIZATION = 40
==> flow_summary.toml <==
# physical design summary
[status]
status = "complete, no violations"

[drt]
wire_per_inst_um = 18.32
ant_nets = 0
diodes = 0
drc_errors = 0
drt_iter0_markers = 158
dr.pass1.iters = 4
viasPerCell = 5.137
wirelength_um = 15080
vias = 4228

[synthesis]
avgSynthCellArea_sq_um = 18.95
yosysWarnings = 7
yosys.area.top_type = "edfxtp_1"
edf_count = 224
synth_cell_types = 26
syn_area_sq_um = 8584
synthesis.instances = 453
async_reset_ff_share_pct = 0
ys_seq_share_pct = 79.76
ys_top_cells_by_area = "edfxtp_1 78%, mux2i_1 3.8%, a211oi_1 3.8%"
ys_cells = 453
ys_ff = 230
ys.flop_type = "edfxtp_1"
synth_top_area_share_pct = 78.36
yosysChipArea_sq_um = 8584

[global_route]
grt_pass1_wl_um = 23620
antenna_found_initial = 2
gr-usage-all-layers_pct = 15.54
grt_pass1_vias = 4490
grt-ovfl-total = 0
grt_max_degree = 61

[die]
core_util_floorplan_pct = 40.84
die_x_um = 148.5
rows = 53
core_sq_um = 21020
die.size.y_um = 148.5
io_pins = 73
die-area_sq_um = 22050

[critical_path]
reg2reg_depth = 3
endpoint = "data_o[5]"
cp.required_ns = 5.83
worstSetupStartpoint = "wr_i"
cp-start-kind = "input port"
end_kind = "register"
critical_path_class = "in2reg"
r2r_slack_ns = 3.39
r2r-start = "rd_ptr[1]"
r2r_end = "data_o[29]"
critPathMaxFanout = 18
arrival_ns = 2.98

[clocking]
ctsLongestPathBuffers = 3
hold_buffers = 0
clk_pin_slew_worst_paths_ns = 0.06
cts_setup_buffers = 0
cts.htree.levels = 1
cts_tree = "done"
numCtsBuffers = 24
insertion_delay_ns = 0.50
cts_resized = 0
clockRootBuffer = "clkbuf_16"
cts.sinks = 230

[layout]
final_core_util_pct = 48.91
area_delta_synth_final_pct = 19.76
layout_top_cell = "edfxtp_1"
drive_gt1_share_pct = 14.23
fillers = 1669
final_cell_mix = "224 x edfxtp_1, 67 x clkdlybuf4s50_1, 43 x a211oi_1"

[power_and_ir_drop]
power_density_nw_per_um2 = 359.4
power.share.combinational_pct = 5.8
switching_share_pct = 19.69
power.internal_mw = 2.968
clockPowerShare_pct = 40.5
ir_worst_vdd_v = 0.0002059
power.switching_mw = 0.7274
p_leak_nw = 3.211
finalPower_mw = 3.695
seqPwrFrac_pct = 53.7

[final_timing]
period_minus_slack_ns = 2.750
max_freq_mhz = 363.6
hold_ws_ns = 0.5894
setup_viol = 0
rsz0062_at_grt = "false"
finalClockPeriodUsage_pct = 49.11
fin_tns_setup_ns = 0
hold_violations = 0
worst_pin_slew_ns = 0.7921
slew_headroom_pct = 47.19
slew_violations = 0
fin_skew_ns = 0.009649

[run]
drv_cap = 0
warning_count = 25

[placed_design]
gp_congestion = 0.7580
hpwlAfterDp_um = 8664
port_buffers = 67

[hold_path]
hold_path_class = "reg2reg"
-- synth_stat cells (2+ instances only) --
cell,count
nand3_1,2
o22ai_1,32
edfxtp_1,224
dfxtp_1,6
buf_12,3
nor2_1,8
a211oi_2,21
xor2_1,3
and2b_1,3
a211oi_1,43
nor2b_1,29
nand2_1,5
buf_2,13
mux2i_1,33
nor3_1,2
buf_4,13
conb_1,2
nand2b_1,2
ha_1,2
-- layout make-up --
class / instances / area (sq um) / area share, %
inverters: 1 / 3.754 / 0.03651
multi-input cells: 196 / 1562 / 15.19
flip-flops and latches: 230 / 6850 / 66.63
repair buffers: 80 / 768.2 / 7.472
clock inverters: 11 / 108.9 / 1.059
clock buffers: 30 / 644.4 / 6.268
well taps: 275 / 344.1 / 3.347
-- state kept, by name (all words and copies together), names as in the netlist --
register,count
data_o,32
rd_ptr,3
fifo_ram,192
wr_ptr,3
-- cells by family after synthesis --
family                     after synthesis  synth area share (%)
AOI/OAI and AO/OA                       97                 9.211
xor gates and xnor gates                 4                0.4082
adders and majority gates                2                0.2915
buffers and inverters                   30                 2.638
DFF                                    230                 79.76
muxes                                   33                 3.848
other                                    2               0.08748
and+or+nand+nor                         55                 3.760
-- worst max-delay path, cell delays in order --
cell and delay, ns:
clkdlybuf4s50_1 0.60, nand2_1 0.22, clkinv_1 0.56, buf_4 0.47
-- power by group through the flow --
stage | Combinational (mW) | Sequential (mW) | Clock, mW
4_1_cts | 0.219 | 1.98 | 1.53
5_1_grt | 0.237 | 1.99 | 1.60
6_report | 0.213 | 1.98 | 1.50
-- per-layer routing --
metal	share of wire (%)	routed length (um)	global-route usage, %	vias up
li1	-	-	-	1977
met1	40	6022	21.26	2021
met2	45	6807	22.52	203
met3	13	1960	9.984	25
met4	1.8	276	2.835	2
met5	0.073	11	0	-
-- per-stage QoR --
step / instance area [sq um] / setup slack (ns) / cells
6_report: 10280 / 2.850 / 823
3_3_place_gp: 9528 / 2.344 / 782
5_1_grt: 10280 / 2.671 / 823
3_5_place_dp: 9528 / 2.311 / 782
4_1_cts: 10280 / 2.830 / 823
2_1_floorplan: 8596 / 1.352 / 456
-- worst min path at each step --
stage          from  cells after the start  slack (ns)   endpoint
5_1_grt   wr_ptr[1]                      2        0.62  wr_ptr[1]
4_1_cts   wr_ptr[1]                      2        0.59  wr_ptr[1]
6_report  wr_ptr[1]                      2        0.59  wr_ptr[1]
Power is estimated from default activity; no workload was simulated.
